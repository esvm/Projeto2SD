**config.mk**
```make
export PLATFORM = sky130hd
export DESIGN_NAME = Main
export DESIGN_NICKNAME = Main
export VERILOG_FILES = /design/flow/design.v
export SDC_FILE = /design/flow/constraint.sdc
export NUM_CORES = 4
export LEC_CHECK = 1
export CORE_AREA = 10 10 100 100
export DIE_AREA = 0 0 110 110
```
**run.sh**
```bash
#!/bin/bash
# OpenROAD 26Q1-2900-gdf79404cd8, Yosys 0.63+post, stock flow scripts
make -C /OpenROAD-flow-scripts/flow DESIGN_CONFIG=/design/flow/config.mk WORK_HOME=/design/flow/orfs finish
```
**design.v**
```verilog
module Control(clk, Instrucao, Tx, Ty, Tz, Tula);
input wire clk;
input wire [2:0] Instrucao;
output reg[1:0] Tx, Ty, Tz;
output reg Tula;
parameter 
	clrld = 3'b000,
	addld = 3'b001, 
	add = 3'b010,
	div2 = 3'b011,
	disp = 3'b100;
parameter
	hold = 2'b00,
	load = 2'b01,
	shiftr = 2'b10,
	reset = 2'b11;
always@(posedge clk) begin
	case (Instrucao)
		clrld: 
 		begin 
			Tx <= load;
			Ty <= reset;
			Tz <= reset; 
			Tula <= 0; 
		 end
		addld: 
		 begin 
			Tx <= load;
			Ty <= load;
			Tz <= hold;
			Tula <= 0;
		 end
		add: 
		 begin
			Tx <= hold;
			Ty <= load;
			Tz <= hold;
			Tula <= 0;
		 end
		div2: 
		 begin
			Tx <= hold;
			Ty <= shiftr;
			Tz <= hold;
			Tula <= 0;
		 end
		 disp:
		 begin
			Tx <= reset;
			Ty <= reset;
			Tz <= load;
			Tula <= 0;
		 end
	endcase 
end
endmodule 
module Main(clk, outZ, outX, outY, outMEM, outPC, outULA, Tx, Ty, Tz, Tula, FUNCAO);
input wire clk;
output wire[3:0] outZ;
output wire[3:0] outX;
output wire[3:0] outY;
output wire[3:0] outULA;
output wire[3:0] outPC;
output wire[3:0] outMEM;
output wire[3:0] FUNCAO;
output wire[1:0] Tx, Ty, Tz;
output wire Tula;
PC contador(clk, outPC);
memory mem(outPC, FUNCAO, outMEM);
Control UC(clk, FUNCAO, Tx, Ty, Tz, Tula);
registrador REGX(outMEM, Tx, clk, outX);
registrador REGY(outULA, Ty, clk, outY);
registrador REGZ(outY, Tz, clk, outZ);
ULA unidLA(Tula, outX, outY, outULA);
endmodule 
module PC(clk, out);
input wire clk;
output reg[3:0] out;
always @(negedge clk) begin
	if(out == 4'b0100) out = 4'b0000;
	else out = out + 1;
end
endmodule 
module ULA(cod, inA, inB, out);
input wire[3:0] inA, inB;
input wire cod;
output reg[3:0] out;
parameter
ADD = 1'b0,
SUB = 1'b1;
always begin
	case(cod)
		ADD: out <= inA + inB;
		SUB: out <= inB - inA;
	endcase 
end
endmodule 
module memory(input wire [3:0] seletor, output reg [2:0] funcao, output reg [3:0] valor);
	parameter
	A = 4'b0100,
	B = 4'b0010;
	parameter clrld = 3'b000; 
	parameter addld = 3'b001; 
	parameter add = 3'b010; 
	parameter div2 = 3'b011;
	parameter disp = 3'b100;
	always begin
		#2
		case(seletor)
			4'b0000:
			begin
				funcao <= clrld;
				valor <= A;
			end
			4'b0001:
			begin
				funcao <= addld;
				valor <= B;
			end
			4'b0010:
			begin
				funcao <= add;
				valor <= 0;
			end
			4'b0011:
			begin
				funcao <= div2;
				valor <= 0;
			end
			4'b0100:
			begin
				funcao <= disp;
				valor <= 0;
			end
		endcase
	end
endmodule
module registrador(in, cod, clk, out);
input wire[3:0] in;
input wire[1:0] cod;
input wire clk;
output reg[3:0] out;
parameter
HOLD = 2'b00,
LOAD = 2'b01,
SHIFTR = 2'b10,
RESET = 2'b11;
always@(negedge clk) begin
	case(cod)
		HOLD: out <= out;
		LOAD: out <= in;
		SHIFTR: out <= (out >> 1);
		RESET: out <= 4'b0000;
	endcase
end
endmodule
```
**constraint.sdc**
```tcl
current_design Main

set clk_period 2.4
set clk_io_pct 0.2

create_clock -name clk0 -period $clk_period [get_ports {clk}]

set non_clock_inputs [all_inputs -no_clocks]
set_input_delay [expr $clk_period * $clk_io_pct] -clock clk0 $non_clock_inputs
set_output_delay [expr $clk_period * $clk_io_pct] -clock clk0 [all_outputs]
```
==> job_summary.md <==
### Flow metrics

| Metric | Value |
|---|---|
| Class of the worst hold path | `reg2reg` |
| Detail Route met2 WL | `~1.1 mm` |
| Post-synth EDFFs | `17` |
| Outcome | `complete, but fails checks` |
| Violated checks | `negative setup slack` |
| Critical path launch point | `REGX.out[1]` |
| Max-cap violations | `0` |
| Routed met1 length | `1.42 mm` |
| Clock tree from TritonCTS | `done` |
| Count of unique library cells instantiated by Yosys | `27` |
| Number of search-and-repair iterations in the first detailed-routing pass | `3` |
| Violation count after the first detailed-route iteration | `22` |
| Antenna violations before repair | `0` |
| Gate Count Post-Synth | `around 110` |
| Buffer cell driving the clock tree root | `sky130_fd_sc_hd__clkbuf_8` |
| Worst IR Drop VDD | `around 0.00019 V` |
| Worst path required time | `around 1900 ps` |
| Largest net degree at the start of global routing | `13` |
| Antenna viol nets, final | `0` |
| Internal Dissipation | `0.540 mW` |
| Kind of launch point of the worst setup path | `register` |
| Yosys top cell area share | `42.8%` |
| CP max stage cell | `sky130_fd_sc_hd__edfxtp_1` |
| Worst setup slack after layout | `-892 ps` |
| Wire per inst | `10.4 um` |
| IO Count | `36` |
| Wire length of the first global-routing pass | `approximately 4.5 mm` |
| Endpoints failing setup | `19` |
| Routed wire length | `between 2 and 3 mm` |
| Sequential fraction of design power | `53.0%` |
| Maximum buffer depth of the clock tree | `2` |
| Endpoints left unconstrained | `22` |
| Std-Cell Core Area | `7810 um^2` |
| Cell area after synthesis | `1190 um^2` |
| Clock latency reported for the late side of the worst-skew pair | `around 340 ps` |
| Final hold viol count | `0` |
| Max stage delay on crit path | `roughly 400 ps` |
| Number of antenna repair diodes | `0` |
| Worst min-delay path startpoint | `contador.out[0]` |
| Most common cell in the netlist | `sky130_fd_sc_hd__edfxtp_1` |
| Clock H-tree levels | `1` |
| Max Clock Skew | `82.9 ps` |
| Fraction of layout instances using a drive strength above 1 | `between 30% and 40%` |
| Combinational share of power | `0.1%` |
| Total number of placement rows | `32` |
| Critical Path, Cell by Cell | `ha_1 -> a21o_1 -> a21oi_2 -> xnor2_1 -> buf_2` |
| Chip area from the yosys synthesis statistics | `1190 um^2` |
| Unrepaired setup endpoints after global routing | `yes` |
| Switching power as a share of total power | `about a quarter` |
| Top routing layer used | `met4` |
| Number of warnings in the stage logs | `46` |
| Detailed-routed wire length on met3 | `319 um` |
| Type of the setup path with the least slack | `reg2out` |
| Power density cells | `381 nW/um^2` |
| Register pins left without a clock | `5` |
| Sum of internal, switching and leakage power | `between 0.7 and 0.8 mW` |
| Critical path fanouts, max | `3` |
| Net switching power of the design | `0.195 mW` |
| Share of flip-flops with an asynchronous set or reset after synthesis | `0%` |
| Avg Inst Size Synth | `approximately 11 um^2` |
| CTS buffer count | `3` |
| Clock transition at the registers of the reported paths | `approximately 40 ps` |
| Remaining global-route overflow | `0` |
| Number of synthesized register bits | `26` |
| Area overhead of the layout relative to synthesis | `61.8%` |
| HPWL after detailed placement | `around 2.2 mm` |
| Chip height | `approximately 110 um` |
| Leakage power total | `between 0.9 and 1 nW` |
| Critical path data arrival time | `2810 ps` |
| Die Wd | `roughly 110 um` |
| Commonest cells in the netlist | `sky130_fd_sc_hd__edfxtp_1, sky130_fd_sc_hd__inv_1, sky130_fd_sc_hd__o21ai_0` |
| Final Slew Violations | `0` |
| Cell area leaders | `sky130_fd_sc_hd__edfxtp_1, sky130_fd_sc_hd__ha_1, sky130_fd_sc_hd__dfxtp_1` |
| Hold_buf cts | `0` |
| Leading area contributor after synthesis | `sky130_fd_sc_hd__edfxtp_1` |
| Setup Total Neg Slack | `-5410 ps` |
| Post-detailed-route via-to-cell ratio | `3.41` |
| Number of vias in the routed layout | `approximately 970` |
| Critical Path End Type | `output port` |
| Total routing usage reported by global routing | `between 4 and 5%` |
| Relative contribution of the clock network to total power | `roughly 47%` |
| I/O Buffers | `30` |
| Routability congestion estimate from global placement | `0.808` |
| Dominant Register Cell | `sky130_fd_sc_hd__edfxtp_1` |
| Number of remaining DRC errors | `0` |
| Startpoint of the worst-slack reg-to-reg timing path | `UC.Ty[1]` |
| Total Die Area | `roughly 12000 um^2` |
| Count of instantiated cells in the yosys netlist | `roughly 110` |
| Vias in the first global route | `947` |
| Init Core Util | `15.3%` |
| Yosys warnings | `7` |
what timing repair did:
action                     4_1_cts  5_1_grt
gates resized                   76        6
buffers inserted                14        4
pin swaps                        6        4
setup endpoints to repair       19       19
power groups by stage:
stage                 combinational, mW  clock, mW  sequential, mW
after global routing           0.000898      0.393           0.389
final                          0.000395      0.345           0.389
after CTS                      0.000713      0.354           0.389
critical path: cells and delay by family (launching register included):
kind | cells | cell delay [ps]
flops | 1 | 400
compound gates | 2 | 340
fa+ha+maj | 1 | 290
xor+xnor | 1 | 130
buf+inv | 1 | 120
per-stage QoR:
stage | cell area, um^2 | util [%] | hold WS (ps) | instances | setup slack, ps
final | 1930 | 24.7 | 517 | 284 | -892
after global routing | 1930 | 24.7 | 553 | 284 | -1000
after CTS | 1900 | 24.3 | 522 | 282 | -888
after detailed placement | 1720 | 22.0 | 537 | 252 | -926
after global placement | 1720 | 22.0 | 534 | 252 | -917
after floorplan | 1210 | - | 445 | 109 | -348
metal layers:
layer  up-vias  GRT usage [%]
met5         -              0
met2        30           6.99
met4         0          0.558
met1       440           6.25
met3         2           1.70
li1        496              -
registers in the layout, summed over array words and instances, names as in the netlist:
name	cells
REGX.out	3
REGY.out	4
REGZ.out	4
UC.Tx	2
UC.Ty	2
UC.Tz	2
contador.out	4
mem.funcao	3
mem.valor	2
layout by cell type (no fill, tap or decap), types with 2 or more instances in the layout:
| cell | synthesis | routed |
|---|---|---|
| sky130_fd_sc_hd__inv_1 | 11 | 22 |
| sky130_fd_sc_hd__o21a_1 | 2 | 2 |
| sky130_fd_sc_hd__buf_2 | 0 | 11 |
| sky130_fd_sc_hd__or2_2 | 4 | 4 |
| sky130_fd_sc_hd__mux2_2 | 2 | 2 |
| sky130_fd_sc_hd__nor2b_1 | 7 | 7 |
| sky130_fd_sc_hd__conb_1 | 1 | 5 |
| sky130_fd_sc_hd__a21o_1 | 2 | 2 |
| sky130_fd_sc_hd__buf_6 | 0 | 14 |
| sky130_fd_sc_hd__dlxtn_1 | 5 | 5 |
| sky130_fd_sc_hd__nand3b_1 | 4 | 4 |
| sky130_fd_sc_hd__o21ai_0 | 10 | 10 |
| sky130_fd_sc_hd__and2_1 | 3 | 3 |
| sky130_fd_sc_hd__edfxtp_1 | 17 | 17 |
| sky130_fd_sc_hd__buf_4 | 5 | 24 |
| sky130_fd_sc_hd__clkdlybuf4s50_1 | 0 | 11 |
| sky130_fd_sc_hd__nand2_1 | 3 | 3 |
| sky130_fd_sc_hd__dfxtp_2 | 0 | 4 |
| sky130_fd_sc_hd__ha_1 | 7 | 6 |
| sky130_fd_sc_hd__inv_2 | 0 | 3 |
| sky130_fd_sc_hd__nor2_1 | 7 | 7 |
| sky130_fd_sc_hd__clkbuf_8 | 0 | 3 |
area by class of cell:
class / instances / area, um^2
inverters: 10 / 37.5
flip-flops and latches: 26 / 671
multi-input cells: 67 / 485
fillers: 820 / 5880
well taps: 102 / 128
clock inverters: 16 / 63.8
repair buffers: 60 / 503
clock buffers: 3 / 41.3
kinds of logic (layout without fill, tap and decap cells):
kind of cell,Yosys count,count (layout),synth area share (%)
xor+xnor,3,3,2.20
flops,21,21,49.5
fa+ha+maj,8,8,9.02
other cells,1,5,0.314
simple gates,32,32,15.0
mux,3,3,2.83
latches,5,5,6.30
buf+inv,16,89,6.61
compound gates,16,16,8.18
worst paths after layout:
check,end,cells after the start,slack [ps]
max,outULA[3],5,-890
min,contador.out[0],2,520
max reg2reg,REGY.out[1],1,80
min reg2reg,contador.out[0],2,520
Power is estimated from default activity; no workload was simulated.
